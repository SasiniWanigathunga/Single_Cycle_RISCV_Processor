==> ./design.v <==
module INS_MEMORY (
		input logic [31:0] PC,
		output logic [31:0] INS
	);
	logic [31:0] INS_MEM [31:0];
	assign INS_MEM[0]   = 32'b0000000_00000_00010_000_11111_0110011;  
	assign INS_MEM[1]   = 32'b0100000_00111_00011_000_11110_0110011;  
	assign INS_MEM[2]   = 32'b0000000_00111_00000_001_11101_0110011;  
	assign INS_MEM[3]   = 32'b0000000_00000_00100_010_11100_0110011;  
	assign INS_MEM[4]   = 32'b0000000_00001_00000_011_11011_0110011;  
	assign INS_MEM[5]   = 32'b0000000_10100_11001_100_11010_0110011;  
	assign INS_MEM[6]   = 32'b0000000_00011_00000_101_11001_0110011;  
	assign INS_MEM[7]   = 32'b0100000_00111_00000_101_11000_0110011;  
	assign INS_MEM[8]   = 32'b0000000_10100_10000_110_10111_0110011;  
	assign INS_MEM[9]   = 32'b0000000_10100_00001_111_10110_0110011;  
	assign INS_MEM[10]  = 32'b000000000101_00001_000_00000_1100111;  
	assign INS_MEM[11]  = 32'b000000000001_00010_000_00000_0010011;  
	assign INS_MEM[12]  = 32'b000000000001_00100_010_00000_0010011;  
	assign INS_MEM[13]  = 32'b000000000001_00100_011_00000_0010011;  
	assign INS_MEM[14]  = 32'b000000000001_00100_100_00000_0010011;  
	assign INS_MEM[15]  = 32'b000000000001_00100_110_00000_0010011;  
	assign INS_MEM[16]  = 32'b000000000011_00010_111_00000_0010011;  
	assign INS_MEM[17]  = 32'b0000000_00011_00010_001_00000_0010011;  
	assign INS_MEM[18]  = 32'b0000000_00011_00010_101_00000_0010011;  
	assign INS_MEM[19]  = 32'b0000000_00011_00010_101_00000_0010011;  
	assign INS_MEM[20] = 32'b0000000_00000_00010_000_00010_1100011;  
    assign INS_MEM[21] = 32'b0000000_00001_00011_000_00010_1100011;  
    assign INS_MEM[22] = 32'b0000000_00001_00000_001_00010_1100011;  
    assign INS_MEM[23] = 32'b0000000_00000_00100_010_00100_1100011;  
    assign INS_MEM[24] = 32'b0000000_00001_00000_011_00010_1100011;  
    assign INS_MEM[25] = 32'b0000000_00010_11001_100_00010_1100011;  
	assign INS_MEM[26]  = 32'b00010110000000000010000000100011;  
	assign INS_MEM[27]  = 32'b00000011000000000001001100000011;  
	assign INS_MEM[28]  = 32'b00000000001100010001011100110011;  
	assign INS_MEM[29]  = 32'b00001100010101010000101001100011;  
	assign INS_MEM[30]  = 32'b00000111011100101100011110110011;  
	assign INS_MEM[31]  = 32'b00000010010000110101100000110011;  
    assign INS_MEM[32] = 32'b000000000000_00001_000_01100_0000011;  
    assign INS_MEM[33] = 32'b000000000000_00010_001_01011_0000011;  
    assign INS_MEM[34] = 32'b000000000000_00001_010_01010_0000011;  
    assign INS_MEM[35] = 32'b000000000000_00000_100_01001_0000011;  
    assign INS_MEM[36] = 32'b000000000000_00001_101_01000_0000011;  
    assign INS_MEM[37] = 32'b0000000_00000_00100_000_00001_0100011;  
    assign INS_MEM[38] = 32'b0000000_00001_00101_001_00010_0100011;  
    assign INS_MEM[39] = 32'b0000000_00010_00110_010_00011_0100011;  
	assign INS =  INS_MEM [PC >> 2];  
endmodule
==> ./run.sh <==
#!/bin/bash
# OpenROAD 26Q1-2900-gdf79404cd8, Yosys 0.63+post, stock flow scripts
make -C /OpenROAD-flow-scripts/flow DESIGN_CONFIG=/design/flow/config.mk WORK_HOME=/design/flow/orfs finish
==> ./config.mk <==
export PLATFORM = sky130hd
export DESIGN_NAME = INS_MEMORY
export DESIGN_NICKNAME = INS_MEMORY
export VERILOG_FILES = /design/flow/design.v
export SDC_FILE = /design/flow/constraint.sdc
export NUM_CORES = 4
export LEC_CHECK = 1
export CORE_AREA = 10 10 70 70
export DIE_AREA = 0 0 80 80
==> ./constraint.sdc <==
current_design INS_MEMORY

set clk_period 3.8
set clk_io_pct 0.2

create_clock -name clk0 -period $clk_period

set non_clock_inputs [all_inputs -no_clocks]
set_input_delay [expr $clk_period * $clk_io_pct] -clock clk0 $non_clock_inputs
set_output_delay [expr $clk_period * $clk_io_pct] -clock clk0 [all_outputs]
==> design notes <==
Post-route period utilization is reported as 92.5%. Measured along the x axis, the die boundary spans 80 µm. Setup repair after global routing left no endpoint under its margin. Summed area of non-filler cells in the final layout: 0.00110 mm². The last timing report of the flow puts the setup violation total at 0.

STA lists the maximum fanout along the critical path as 11. The count of instantiated cells in the yosys netlist was 129. Dividing the synthesized area by the synthesized cell count gives 6.18 µm². The logs give 4360 µm for the global-route wire length before repair and 32.3% for the utilization after layout.

The run finished with clean final reports. The transition time at the pin with the least slew margin came out at 0.529 ns. The tools report the setup TNS as 0 ns. The type of the worst min-delay path is in -> out. In the post-route report, total wirelength is listed as 2590 µm. The number of vias per cell was 4.65; the required time at the endpoint of the critical path was 3.04 ns. The tool flagged a number of max-cap violations equal to 0. In this run the power density over the cells is 115 mW/mm². The run gives 13.0 µm for the routed wire length per instance.

In the layout the commonest cells are clkdlybuf4s50_1 (31), a21oi_1 (15), nand2_1 (13), nor2_1 (11), buf_4 (9). The top-level I/O count is 64, and the row count is 21. With the detailed-router iteration count before antenna repair at 4, the fraction of met2 tracks used by global routing is 11.2%. After clock tree synthesis, the flow added hold-fix buffers numbering 0. The number of global-route vias before repair was 873. Once the clock tree was built, the setup fixing pass inserted 0 buffers.

The run gives 13.1% for the share of layout cells above drive strength 1. The synthesized instance count is 129. After legalization and detailed placement, the total HPWL measured 2000 µm. The global routing report lists met3 layer usage as 1.93%. The design draws 127 µW. The tools report the overall routing resource usage as 7.92%. The detailed router placed 925 vias in this run. The number of OpenROAD warnings was 59; the cell leakage power was 0.000413 µW. The pin count of the biggest net entering global routing was 30. Unique cell type count in the Yosys netlist: 39.

Summing every instance area after synthesis gives 797 µm². The violation tally recorded at the end of detailed-routing iteration 0 is 128. The tools report the initial antenna violation count as 0. Input and output buffers added on the ports amount to 31.

The layer carrying the most global-route usage is met1. The tools report the nature of the critical path startpoint as a primary input. In the post-route analysis, the smallest setup slack over all paths is 0.287 ns. The number of hold violations in the final report was 0.

After floorplanning, the core was sized to cover 0.00342 mm². The height of the die was 80 µm. The run gives 0 as the number of inserted diodes. STA classifies the critical path endpoint as a primary output.

After layout, the minimum clock period comes to 3.51 ns. TritonRoute reported its final design rule violation total as 0. The synthesis log from Yosys contains 2 warnings. Global-route track usage on met1: 12.3%. The final timing report lists a max-slew violation count of 0. Per the OpenROAD floorplan log, the area of the die is 0.00640 mm². The worst-case max-slew headroom was logged as 64.6%.

Post-placement setup slack: 0.295 ns. With the cell resize tally after clock tree synthesis at 0, the area after detailed placement is 0.00110 mm². The design has 0 sequential cells. The run gives 285 MHz for the maximum frequency from static timing analysis. The most common logic cell in the routed design is clkdlybuf4s50_1. The worst vdd rail ir drop is 47.7 µV. The layout has 0 clock buffers. Nets still carrying antenna violations after routing amount to 0. The type of the worst setup path was in -> out. At the floorplan stage, the core utilization is reported as 23.3%. With the post-synthesis to final-layout area growth at 38.6%, the total area of sequential cells is 0 µm².

The signal arrival time at the worst endpoint was 2.75 ns. The tools report the register area share after synthesis as 0%. Recorded from the global router log, the overflow total was 0. The run gives 0.861 for the global placer's final weighted congestion.

The area recorded from the Yosys report for this design is 797 µm².
[cell families after synthesis]
group | share of synthesized area, %
other | 0.942
AND/OR/NAND/NOR | 34.5
XOR/XNOR | 3.30
AND-OR/OR-AND | 39.9
buffers and inverters | 21.3
[cell type report]
class / count / area (µm²)
fillers: 383 / 2310
repair buffers: 41 / 398
well taps: 46 / 57.6
multi-input cells: 110 / 642
inverters: 2 / 7.51
[worst paths after layout]
path,start,slack [ns],cells after the start,to
max,PC[3],0.29,6,INS[12]
min,PC[2],2.62,4,INS[7]
[cell usage after synthesis (all sizes together) (2+ instances only)]
| master | number | area [µm²] |
|---|---|---|
| a31oi | 2 | 12.5 |
| a21oi | 15 | 75.1 |
| nor3 | 6 | 30.0 |
| inv | 2 | 7.51 |
| nor2 | 13 | 53.8 |
| a21o | 2 | 15.0 |
| nand2 | 14 | 55.1 |
| xor2 | 2 | 17.5 |
| conb | 2 | 7.51 |
| o21bai | 2 | 15.0 |
| o2bb2ai | 4 | 35.0 |
| o21ai | 13 | 68.8 |
| a211oi | 2 | 20.0 |
| nand2b | 6 | 37.5 |
| buf | 21 | 163 |
| and2 | 2 | 12.5 |
| nor2b | 7 | 51.3 |
[critical path, stage by stage]
cell             delay [ns]
clkdlybuf4s50_1        0.75
nand2b_1               0.38
nand3_1                0.12
o21a_1                 0.11
a21oi_1                0.15
clkdlybuf4s50_1        0.48
[per-stage QoR]
step / hold slack, ns / instances
4_1_cts: 2.64 / 199
5_1_grt: 2.69 / 199
3_3_place_gp: 2.63 / 199
3_5_place_dp: 2.63 / 199
2_1_floorplan: 1.67 / 133
6_report: 2.62 / 199
[power breakdown]
| group | total, µW | leakage, µW | switching (µW) | internal (µW) |
|---|---|---|---|---|
| Sequential | 0 | 0 | 0 | 0 |
| Clock | 0 | 0 | 0 | 0 |
| Combinational | 127 | 0.000413 | 56.2 | 70.6 |
| Total | 127 | 0.000413 | 56.2 | 70.6 |
[routing by layer]
layer | part of all wire (%) | up-vias
li1 | - | 495
met1 | 53 | 406
met2 | 39 | 24
met3 | 8.3 | 0
met4 | 0 | 0
met5 | 0 | -
No activity file was given, so power comes from the tool's default toggle rates.
