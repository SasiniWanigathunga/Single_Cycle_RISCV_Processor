===== /design/flow/config.mk =====
export PLATFORM = sky130hd
export DESIGN_NAME = DATA_MEMORY
export DESIGN_NICKNAME = DATA_MEMORY
export VERILOG_FILES = /design/flow/design.v
export SDC_FILE = /design/flow/constraint.sdc
export NUM_CORES = 4
export LEC_CHECK = 1
export CORE_UTILIZATION = 40

===== /design/flow/constraint.sdc =====
current_design DATA_MEMORY

set clk_period 5.1
set clk_io_pct 0.2

create_clock -name clk0 -period $clk_period [get_ports {CLK}]

set non_clock_inputs [all_inputs -no_clocks]
set_input_delay [expr $clk_period * $clk_io_pct] -clock clk0 $non_clock_inputs
set_output_delay [expr $clk_period * $clk_io_pct] -clock clk0 [all_outputs]

===== /design/flow/design.v =====
module DATA_MEMORY (
		input logic CLK, RST,
		input logic MEMR,   
		input logic MEMW,  
		input logic [31:0] MEM_ADDRESS,  
		input logic [31:0] MEM_DATA_W,
		output logic [31:0] MEM_DATA_R
	);
	logic [31:0] MEMORY [63:0];
	always_comb begin
		MEM_DATA_R = '1;  
		if(MEMR) begin
			MEM_DATA_R = MEMORY[MEM_ADDRESS];
		end else begin
			MEM_DATA_R = 'b0;
		end
	end
    always @(posedge CLK or posedge RST) begin
		if (RST) begin
			for (int i = 0; i < 64; i = i+1) 
				MEMORY[i] <= 32'b0;
		end 
		else if (MEMW) begin
				MEMORY[MEM_ADDRESS] = MEM_DATA_W;
		end 
    end
endmodule

===== /design/flow/run.sh =====
#!/bin/bash
# OpenROAD 26Q1-2900-gdf79404cd8, Yosys 0.63+post, stock flow scripts
make -C /OpenROAD-flow-scripts/flow DESIGN_CONFIG=/design/flow/config.mk WORK_HOME=/design/flow/orfs finish

==> run_summary.xml <==
<?xml version="1.0" encoding="UTF-8"?>
<metrics>
  <group name="cells_and_area">
    <metric name="combGateArea" unit="sq um">37010</metric>
    <metric name="sequential_cell_area" unit="sq um">51250</metric>
    <metric name="synthToLayoutAreaGrowth" unit="%">20.70</metric>
    <metric name="nFillCells" unit="">18930</metric>
    <metric name="largest_register_ff_count" unit="">2048</metric>
    <metric name="register_with_the_most_flip_flops" unit="">MEMORY</metric>
    <metric name="fraction_of_final_layout_cells_sized_beyond_drive_strength_1" unit="">0.4715</metric>
    <metric name="reg_top3" unit="">MEMORY: 2048 flops</metric>
    <metric name="final_cell_count_no_fill" unit="">10330</metric>
  </group>
  <group name="yosys">
    <metric name="netlist_top_cells_count" unit="">dfrtp_1 (2048), mux2_2 (1990), a22oi_1 (591)</metric>
    <metric name="yosys.stat.seqShare" unit="">0.5671</metric>
    <metric name="synthFlopType" unit="">dfrtp_1</metric>
    <metric name="yosysTopAreaCell" unit="">dfrtp_1</metric>
    <metric name="top_area_frac" unit="">0.5671</metric>
    <metric name="syn-mean-instance-area" unit="sq um">13.38</metric>
    <metric name="synth_top_cell_by_count" unit="">dfrtp_1</metric>
    <metric name="yosys_reported_design_area_after_synthesis" unit="sq um">90370</metric>
    <metric name="gate_count_post_synth" unit="">6753</metric>
    <metric name="edff_count_synth" unit="">0</metric>
    <metric name="yosys_warnings" unit="">2</metric>
    <metric name="synth.yosys.num_cells" unit="">6753</metric>
    <metric name="netlist-cell-type-count" unit="">71</metric>
    <metric name="synth.ff_latch_count" unit="">2048</metric>
    <metric name="ys_top_cells_by_area" unit="">dfrtp_1 (57%), mux2_2 (25%), a22oi_1 (4.9%)</metric>
    <metric name="postSynth.asyncResetShare" unit="">1.000</metric>
    <metric name="netlist_area" unit="sq um">90370</metric>
  </group>
  <group name="routing">
    <metric name="wirelength" unit="um">393700</metric>
    <metric name="number_of_drc_violations_after_detailed_routing" unit="">0</metric>
    <metric name="drt_iter0_drc" unit="">5565</metric>
    <metric name="via_count" unit="">65180</metric>
    <metric name="drtAntennaViolNets" unit="">0</metric>
    <metric name="per_cell_routed_wire_length" unit="um">38.11</metric>
    <metric name="drt-vias-per-instance" unit="">6.308</metric>
    <metric name="detail_route.first_pass.iterations" unit="">6</metric>
  </group>
  <group name="grt">
    <metric name="grt_overflow" unit="">0</metric>
    <metric name="grt_pass1_wl" unit="um">542700</metric>
    <metric name="grt_pass1_vias" unit="">66440</metric>
    <metric name="grt_max_degree" unit="">103</metric>
    <metric name="grtUsageTotal" unit="">0.3632</metric>
    <metric name="antenna_found_initial" unit="">18</metric>
  </group>
  <group name="die">
    <metric name="design.portCount" unit="">100</metric>
    <metric name="placementRows" unit="">174</metric>
    <metric name="floorplan.core_area" unit="sq um">224700</metric>
    <metric name="initCoreUtil" unit="">0.4022</metric>
    <metric name="die_height" unit="um">477.3</metric>
    <metric name="die-width" unit="um">477.3</metric>
    <metric name="chip_area" unit="sq um">227800</metric>
  </group>
  <group name="final_timing">
    <metric name="endpoints_failing_hold" unit="">0</metric>
    <metric name="drv_slew" unit="">0</metric>
    <metric name="timing_worst_slew_pin_value" unit="ns">1.011</metric>
    <metric name="post-route-min-period" unit="ns">5.151</metric>
    <metric name="slew_headroom" unit="">0.3252</metric>
    <metric name="grt_setup_unrepaired" unit="">no</metric>
    <metric name="timing.final.crit_share" unit="">1.010</metric>
    <metric name="clock_skew" unit="ns">0</metric>
    <metric name="final.setup.worst_slack" unit="ns">-0.05120</metric>
    <metric name="final.setup.tns" unit="ns">-0.05120</metric>
    <metric name="max_freq" unit="MHz">194.1</metric>
    <metric name="report.final.setup_viol" unit="">1</metric>
  </group>
  <group name="cts">
    <metric name="clock_tree.buffer_depth" unit="">3</metric>
    <metric name="clock_tree.htree_level_count" unit="">4</metric>
    <metric name="cts_made_buffers" unit="">212</metric>
    <metric name="clkTransAtPathRegs" unit="ns">0.06</metric>
    <metric name="tritoncts_clock_tree" unit="">yes</metric>
    <metric name="clock-root-buffer" unit="">clkbuf_16</metric>
    <metric name="clock_sink_count" unit="">2048</metric>
    <metric name="clk-insertion-delay-late" unit="ns">0.90</metric>
  </group>
  <group name="setup_path">
    <metric name="cp_top_family" unit="">buffers and inverters</metric>
    <metric name="critical-path-top-cell-by-count" unit="">buf_4</metric>
    <metric name="critPathMaxStageDelay" unit="ns">0.45</metric>
    <metric name="end_kind" unit="">primary output</metric>
    <metric name="critical_path.n_buffers_inverters" unit="">6</metric>
    <metric name="required_time_reported_for_the_critical_path_endpoint" unit="ns">4.08</metric>
    <metric name="criticalPathCategory" unit="">input pin to primary output</metric>
    <metric name="regToRegSetupSlack" unit="ns">4.29</metric>
    <metric name="cp.arrival" unit="ns">4.13</metric>
    <metric name="path_cells" unit="">clkbuf_4 -&gt; bufbuf_16 -&gt; nor2_4 -&gt; buf_4 -&gt; and2_4 -&gt; buf_12 -&gt; a22oi_1 -&gt; nand4_1 -&gt; nor3_1 -&gt; a31oi_2 -&gt; buf_4 -&gt; clkdlybuf4s50_1</metric>
    <metric name="crit_path_max_fanout" unit="">9</metric>
    <metric name="cpMaxStageDelayCell" unit="">clkdlybuf4s50_1</metric>
    <metric name="worstSetupStartpointType" unit="">input pin</metric>
  </group>
  <group name="outcome">
    <metric name="violated_checks" unit="">setup timing</metric>
    <metric name="run_status" unit="">finished, violations left</metric>
  </group>
  <group name="place">
    <metric name="dpl_worst_slack" unit="ns">-0.9044</metric>
    <metric name="numPlacedInstances" unit="">9915</metric>
    <metric name="io_buffers" unit="">73</metric>
    <metric name="half_perimeter_wire_length_after_detailed_placement" unit="um">255300</metric>
    <metric name="finalWeightedCongestion" unit="">1.001</metric>
  </group>
  <group name="power_and_ir_drop">
    <metric name="p_per_area" unit="nW/um^2">361.4</metric>
    <metric name="vdd_drop_max" unit="uV">349.5</metric>
    <metric name="static_leak" unit="uW">0.05139</metric>
    <metric name="finalPower" unit="uW">39420</metric>
  </group>
  <group name="flow_run">
    <metric name="timing.max_cap.violations" unit="">0</metric>
    <metric name="openroad.warnings" unit="">56</metric>
  </group>
  <group name="hold_path">
    <metric name="hold_class" unit="">flip-flop to flip-flop</metric>
  </group>
</metrics>
[layer usage]
metal	wire length [um]	track usage
met4	26160	0.1928
met2	164200	0.4871
met5	254	0.005042
met3	60910	0.2265
met1	142300	0.4574
[cell usage in the layout, fill, tap and decap left out, types with 68 or more instances in the layout]
cell type  count
a22oi_1      583
mux2_2      1990
a22o_1        98
buf_12       233
clkbuf_16    214
nand2_1      133
nand4_1      152
buf_4        613
a221oi_1      68
and3_1        97
nand3_1      328
dfrtp_1     2048
[through the flow]
stage / hold slack, ns / instance area [sq um] / utilization
finish: 0.4839 / 109100 / 0.4855
CTS: 0.4856 / 108900 / 0.4846
floorplan: 0.4551 / 90380 / -
global placement: 0.4664 / 101100 / 0.4500
global route: 0.4927 / 109000 / 0.4854
detailed placement: 0.4728 / 101100 / 0.4500
[logic make-up after synthesis]
| group | count (synthesis) | synth area share |
|---|---|---|
| AND-OR/OR-AND | 905 | 0.07720 |
| buffers and inverters | 736 | 0.03652 |
| AND/OR/NAND/NOR | 1007 | 0.06295 |
| multiplexers | 2056 | 0.2561 |
| flip-flops | 2048 | 0.5671 |
| adder cells (fa/ha/maj) | 1 | 0.0001108 |
[where the power goes]
| part | leakage (uW) | total [uW] | internal [uW] | switching, uW |
|---|---|---|---|---|
| Sequential | 0.0271 | 19600 | 18500 | 1110 |
| Combinational | 0.0208 | 3990 | 2120 | 1870 |
| Clock | 0.00350 | 15800 | 9060 | 6770 |
| Total | 0.0514 | 39400 | 29700 | 9750 |
[what timing repair did]
item                                    CTS  global route
pin swaps                                23             9
buffers inserted                         13             6
endpoints found under the setup margin   32            24
hold endpoints to repair                  0             0
cloned                                    1             0
gates resized                           108            22
hold buffers                              0             0
[final timing paths]
kind,startpoint,end,cells past startpoint
max,MEM_ADDRESS[3],MEM_DATA_R[14],12
min,MEMORY[0][26],MEMORY[0][26],1
max reg2reg,MEMORY[49][25],MEMORY[49][25],1
min reg2reg,MEMORY[0][26],MEMORY[0][26],1
max in group asynchronous,RST,MEMORY[13][17],4
min in group asynchronous,RST,MEMORY[28][28],2
[final cells by class]
cell class | instances | area share
multi-input cells | 3969 | 0.3393
flip-flops and latches | 2048 | 0.4698
clock inverters | 61 | 0.007433
inverters | 2 | 0.0001032
clock buffers | 324 | 0.05802
repair buffers | 924 | 0.09072
diodes | 13 | 0.0002982
well taps | 2992 | 0.03432
No activity file was given, so power comes from the tool's default toggle rates.
