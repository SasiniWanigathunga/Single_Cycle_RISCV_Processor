--- /design/flow/design.v ---
module REG_FILE (
        input logic CLK, RST,
        input logic RegWEN,
        input logic [4:0] WRITE_REG, 
        input logic [4:0] READ_REG_A, 
        input logic [4:0] READ_REG_B,
        input logic [31:0] REG_DATA_W,  
        output logic [31:0] READ_DATA_A, READ_DATA_B   
    );
    logic [31:0] REGISTER_FILE [31:0];
    initial begin
        REGISTER_FILE[0]=32'h00000001;
        REGISTER_FILE[1]=32'h00000002;
        REGISTER_FILE[2]=32'h00000003;
        REGISTER_FILE[3]=32'h00000004;
        REGISTER_FILE[4]=32'h00000005;
        REGISTER_FILE[5]=32'h00000006;
        REGISTER_FILE[6]=32'h00000007;
        REGISTER_FILE[7]=32'h00000008;
        REGISTER_FILE[8]=32'h00000009;
        REGISTER_FILE[9]=32'h00000010;
        REGISTER_FILE[10]=32'h00000011;
        REGISTER_FILE[11]=32'h00000012;
        REGISTER_FILE[12]=32'h00000013;
        REGISTER_FILE[13]=32'h00000014;
        REGISTER_FILE[14]=32'h00000015;
        REGISTER_FILE[15]=32'h00000016;
        REGISTER_FILE[16]=32'h00000017;
        REGISTER_FILE[17]=32'h00000018;
        REGISTER_FILE[18]=32'h00000019;
        REGISTER_FILE[19]=32'h00000020;
        REGISTER_FILE[20]=32'h00000021;
        REGISTER_FILE[21]=32'h00000022;
        REGISTER_FILE[22]=32'h00000023;
        REGISTER_FILE[23]=32'h00000024;
        REGISTER_FILE[24]=32'h00000025;
        REGISTER_FILE[25]=32'h00000026;
        REGISTER_FILE[26]=32'h00000027;
        REGISTER_FILE[27]=32'h00000028;
        REGISTER_FILE[28]=32'h00000029;
        REGISTER_FILE[29]=32'h00000030;
        REGISTER_FILE[30]=32'h00000031;
        REGISTER_FILE[31]=32'h00000032;
    end
    always @(*) begin
      READ_DATA_A = REGISTER_FILE[READ_REG_A];
      READ_DATA_B = REGISTER_FILE[READ_REG_B];
      if (RegWEN == 1'b1) begin
        REGISTER_FILE[WRITE_REG] = REG_DATA_W;
      end
    end
endmodule
--- /design/flow/run.sh ---
#!/bin/bash
# OpenROAD 26Q1-2900-gdf79404cd8, Yosys 0.63+post, stock flow scripts
make -C /OpenROAD-flow-scripts/flow DESIGN_CONFIG=/design/flow/config.mk WORK_HOME=/design/flow/orfs finish
--- /design/flow/config.mk ---
export PLATFORM = sky130hd
export DESIGN_NAME = REG_FILE
export DESIGN_NICKNAME = REG_FILE
export VERILOG_FILES = /design/flow/design.v
export SDC_FILE = /design/flow/constraint.sdc
export NUM_CORES = 4
export LEC_CHECK = 1
export CORE_UTILIZATION = 50
--- /design/flow/constraint.sdc ---
current_design REG_FILE

set clk_period 9.0
set clk_io_pct 0.2

create_clock -name clk0 -period $clk_period

set non_clock_inputs [all_inputs -no_clocks]
set_input_delay [expr $clk_period * $clk_io_pct] -clock clk0 $non_clock_inputs
set_output_delay [expr $clk_period * $clk_io_pct] -clock clk0 [all_outputs]
==> qor.txt <==
Worst VDD drop: 0.02905 mV
CP Launch Type: input port
Yosys warns: 2
Floorplan die width: 255.4 µm
RSZ-0062 raised after global routing: false
Vias in the first global route: 36.13k
WP data arrival: 6.15 ns
Die height: 255.4 µm
Cells resized by post-CTS repair: 0
NetSw: 816.6 µW
CP required: 7.20 ns
Worst-path fanout max: 41
FP Util: 50.71%
Slew @ Worst Pin: 1.236 ns
Layout cells sized above 1: 10.66%
Initial DRT Pass Iterations: 13
Placed Instances: 4522
Top cells excl fill/tap: 1024 x dlxtn_1, 607 x nand3_1, 270 x and3_1
FFs w/ async S/R, synth: 0%
GRT Util Overall: 66.41%
Site Rows: 92
Detailed-route via count: 39.20k
Drt total wl: 213700 µm
Port buffer count: 112
Worst Hold Slack: 4.852 ns
Post-route setup TNS: 0 ns
Post-Syn Area per Cell: 8.721 µm²
P_leak: 0.01539 µW
Final setup fails: 0
Pwr dens: 41.90 mW/mm²
Initial antenna violation count: 36
Antenna viol nets, final: 0
CP endpoint kind: primary output
Commonest Layout Cell: dlxtn_1
Synth unique cells: 74
Most common reg cell: dlxtn_1
Fin. Hold Viols: 0
Yosys cell count: 3681
Hold WC Path Type: in -> out
Synthesized area: 0.03210 mm²
Max-Cap Viols: 0
Highest clock rate: 125.8 MHz
Log Warnings: 34
Core Region: 0.06331 mm²
Iteration-0 DRC Markers: 6701
Area grow syn2layout: 8.750%
Slew HR: 17.49%
Chip Area, Yosys: 0.03210 mm²
Tcrit/Tclk final: 88.33%
Max FFs per register: 1024
GR Overflow Total: 0
I/O pins: 114
CP Class: in -> out
Number of unconstrained endpoints: 1024
Outcome: finished clean
First-pass GRT wire length: 288500 µm
Vias per Instance: 8.548
Chip area: 0.06522 mm²
Post-route DRC: 0
Count of library flops with an enable pin: 0
Final HPWL DP: 125000 µm
Pins Over Slew Limit: 0
Post-CTS Hold Buffers: 0
Post CTS Setup Buffer Count: 0
#FFs+latches synth: 1024
Pint: 646.2 µW
Fin crit period: 7.950 ns
Total chip power: 1463 µW
Wire length per cell: 46.60 µm
Final non-filler cell total: 4586
Post-layout util: 55.14%
Fill count: 5619
Largest net degree at the start of global routing: 97
Sw frac: 55.82%
Register pins left without a clock: 1024
Syn Inst Count: 3681
GP Congestion: 1.149
## per-layer routing
layer | vias to the layer above | part of all wire (%) | global-route usage [%]
met5 | - | 0.64 | 16.67
met4 | 59 | 12 | 53.56
met3 | 1881 | 21 | 55.26
met2 | 5088 | 36 | 79.34
met1 | 17986 | 31 | 72.62
li1 | 14186 | - | -
## cells in the mapped netlist, types with 29 or more instances
cell type,number,area share [%]
a2111oi_0,88,2.4
nand4_1,199,3.9
nor3_1,29,0.45
a31oi_1,36,0.70
buf_2,127,2.0
mux2_2,38,1.3
a22o_1,40,1.1
nand3_1,607,9.5
dlxtn_1,1024,48
a22oi_1,269,6.3
and3_1,272,5.3
nor2_1,103,1.2
mux2i_1,51,1.6
o32a_1,36,1.1
clkbuf_1,155,1.8
nand2_1,74,0.87
a21oi_1,30,0.47
## metrics by stage
| step | worst slack [ns] | area, µm² |
|---|---|---|
| detailed placement | 1.608 | 34750 |
| global route | 1.256 | 34780 |
| floorplan | 3.741 | 32100 |
| finish | 1.050 | 34910 |
| global placement | 1.569 | 34750 |
| CTS | 1.597 | 34750 |
## worst max-delay path: stages
cell	delay, ns
buf_2	0.47
buf_4	0.59
and3b_2	0.79
nand2_1	0.69
buf_4	0.49
o2111ai_1	0.24
nor4_1	0.09
a31oi_1	0.38
clkdlybuf4s50_1	0.55
## worst paths after layout
check / cells after the start / slack (ns) / from / end
worst max-delay path: 9 / 1.05 / READ_REG_A[1] / READ_DATA_A[0]
worst min-delay path: 5 / 4.85 / READ_REG_B[3] / READ_DATA_B[6]
## final cells by class
cell class	count	area [µm²]	area share (%)
antenna	64	160.2	0.4587
inverter	17	63.81	0.1828
multi-input combinational	2305	15390	44.08
sequential	1024	15370	44.04
tap	846	1059	3.032
timing repair buffer	330	2865	8.207
## cell families after synthesis
group                  count (synthesis)  share of synthesized area [%]
latches                             1024                          47.97
AOI/OAI and AO/OA                    700                          17.43
muxes                                 92                          3.099
and+or+nand+nor                     1513                          26.48
buffers and inverters                352                          5.090
No activity file was given, so power comes from the tool's default toggle rates.
